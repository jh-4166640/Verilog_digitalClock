<file path="/design/flow/config.mk">
export PLATFORM = sky130hd
export DESIGN_NAME = counter_6
export DESIGN_NICKNAME = counter_6
export VERILOG_FILES = /design/flow/design.v
export SDC_FILE = /design/flow/constraint.sdc
export NUM_CORES = 4
export LEC_CHECK = 1
export CORE_AREA = 10 10 70 70
export DIE_AREA = 0 0 80 80
</file>
<file path="/design/flow/constraint.sdc">
current_design counter_6

set clk_period 1.3
set clk_io_pct 0.2

create_clock -name clk0 -period $clk_period [get_ports {clk}]

set non_clock_inputs [all_inputs -no_clocks]
set_input_delay [expr $clk_period * $clk_io_pct] -clock clk0 $non_clock_inputs
set_output_delay [expr $clk_period * $clk_io_pct] -clock clk0 [all_outputs]
</file>
<file path="/design/flow/design.v">
module counter_6(clk, reset, digit ,carry_out);
	input clk, reset;
	output reg [3:0] digit;
	output reg carry_out;
	always@(posedge clk or negedge reset)
		begin
			if(!reset) begin
				digit <= 0;
				carry_out <= 1'b0;
			end
			else if(digit == 4'd5) begin
				digit <= 0;
				carry_out <= 1'b1;
			end
			else begin
				digit <= digit + 1;
				carry_out <= 1'b0;
			end
		end
endmodule
</file>
<file path="/design/flow/run.sh">
#!/bin/bash
# OpenROAD 26Q1-2900-gdf79404cd8, Yosys 0.63+post, stock flow scripts
make -C /OpenROAD-flow-scripts/flow DESIGN_CONFIG=/design/flow/config.mk WORK_HOME=/design/flow/orfs finish
</file>
==> impl_metrics.json <==
{
  "placedInstanceArea_sq_um": 324,
  "cts_max_level": 1,
  "wl_met1_um": 254,
  "iteration_0_drc_markers": 5,
  "switching_power_w": 0.0000696,
  "met3RoutedLength_um": 37,
  "tritoncts": "done",
  "headroom_to_the_max_slew_limit": 0.844,
  "pwr-share-clk": 0.531,
  "setup.worst_path.end_class": "output port",
  "yosys.cell_count.top_type": "dfrtp_1",
  "total_standard_cell_area_after_synthesis_sq_um": 191,
  "grt_overflow": 0,
  "place.port_buffers": 6,
  "yosys_warnings": 1,
  "via_count_of_the_first_global_routing_pass": 171,
  "tool_warnings": 25,
  "p_int_w": 0.000275,
  "synth_area_per_cell_sq_um": 11.3,
  "routed-via-count": 173,
  "total_of_endpoints_with_negative_setup_slack_in_the_final_report": 0,
  "globalplace.congestion": 0.677,
  "top_area_cell": "dfrtp_1",
  "worstPathMaxFanout": 2,
  "setup.worst_path.class": "flip-flop to output port",
  "cts_buffer_depth": 2,
  "final_antenna_net_count": 0,
  "unrepaired_setup_endpoints_after_global_routing": "no",
  "place_ws_ns": 0.130,
  "ys_top_cells_by_area": "dfrtp_1 (65%), mux2_2 (5.9%), xnor2_1 (4.6%)",
  "core-area_sq_mm": 0.00342,
  "worst_ir_drop_vdd_v": 0.000292,
  "clkLatencyLatePin_ns": 0.25,
  "ys_types": 11,
  "die_area_sq_mm": 0.00640,
  "sequentialPowerShare": 0.453,
  "critical_path_required_time_ns": 1.04,
  "antenna_found_initial": 0,
  "final_layout_size_suffix_gt1_frac": 0.258,
  "grt_use_total": 0.0177,
  "grt_max_degree": 7,
  "die_x_um": 80,
  "crit_path_start_kind": "flip-flop",
  "max_freq_ghz": 0.887,
  "crit_buf_inv": 1,
  "post_synth_seq_share": 0.654,
  "layoutNonFillerInstCount": 77,
  "net_sw_frac": 0.202,
  "synthTopCellsByCount": "dfrtp_1 (5), inv_1 (2), nand2_1 (2)",
  "final_period_util": 0.867,
  "hp-class": "input port to asynchronous set/reset pin",
  "timing.clock.skew_ns": 0.00746,
  "path_clk_slew_ns": 0.05,
  "critical-path-top-delay-family": "flip-flops",
  "routed_wl_um": 525,
  "number_of_synthesized_register_bits": 5,
  "critPathSlowestCell": "dfrtp_1",
  "enable_flop_cells": 0,
  "flow.area_growth_from_synthesis_pct": 87.6,
  "avgViaCountPerCell": 2.25,
  "setup_tns_ns": 0,
  "setup_ws_ns": 0.172,
  "fp.dieH_um": 80,
  "cts_hold_buf": 0,
  "post-route-min-period_ns": 1.13,
  "outcome": "finished clean",
  "total_cts_buffers": 3,
  "power.density_mw_per_mm2": 960,
  "hold_viol": 0,
  "synth-area-yosys_sq_um": 191,
  "grt_first_pass_wirelength_um": 883,
  "worstPathCellList": "dlygate4sd2_1",
  "cp_data_arrival_time_ns": 0.87,
  "n_antenna_cell": 0,
  "final.fill_count": 402,
  "dr_wl_met2_um": 233,
  "syn_inst": 17,
  "design_area_sq_um": 359,
  "finalMaxSlewViolations": 0,
  "hpwlAfterDp_um": 373,
  "drtPass1Iterations": 4,
  "combinational_fraction_of_design_power": 0.016,
  "postSynth.topFlopCell": "dfrtp_1",
  "max_cap_violations": 0,
  "wire_per_inst_um": 6.82,
  "placementRows": 21,
  "fp-utilization": 0.0560,
  "cts_num_sinks": 5,
  "timing_worst_slew_pin_value_ns": 0.233,
  "power.static_leakage_nw": 0.161,
  "cell_count_listed_in_synth_stat_txt": 17,
  "dr.max_layer_used": "met3",
  "drt_drc_violations_left": 0,
  "post-place-cells": 71,
  "ys_async_sr_fraction": 1.00,
  "cpPeakStageDelay_ns": 0.37,
  "synthDominantCellAreaShare": 0.654,
  "pin_count": 7,
  "cts_root_buffer": "clkbuf_4"
}
[layout by cell type (no fill, tap or decap), drive strengths merged]
master,synthesis,routed
xnor2,1,1
nor2b,1,1
nand2,2,2
clkbuf,0,4
mux2,1,1
dfrtp,5,5
clkdlybuf4s50,0,1
dlygate4sd2,0,5
o21ai,2,2
inv,2,2
a21oi,1,1
nor3,1,1
nand3,1,1
buf,0,4
[per-layer routing]
| metal | global-route usage | vias up |
|---|---|---|
| li1 | - | 83 |
| met1 | 0.0215 | 81 |
| met2 | 0.0233 | 9 |
| met3 | 0.0136 | 0 |
| met4 | 0.00528 | 0 |
| met5 | 0 | - |
[cell families (layout without fill, tap and decap cells)]
family,after synthesis,in the layout,share of synthesized area
AND/OR/NAND/NOR,5,5,0.124
multiplexers,1,1,0.0588
buffers and inverters,2,16,0.0392
AND-OR/OR-AND,3,3,0.0784
flip-flops,5,5,0.654
XOR/XNOR,1,1,0.0458
[registers in the layout, indices dropped and copies added (netlist names)]
signal / count
carry_out: 1
digit: 4
[what timing repair did]
item	CTS	global route
endpoints found under the setup margin	5	0
resized	5	0
setup buffers	2	0
hold endpoints to repair	0	0
[metrics by stage]
step	hold WS (ns)	util	total power, W
finish	0.235	0.105	0.000345
global route	0.241	0.105	0.000376
global placement	0.500	0.0949	0.000164
floorplan	-0.0356	-	0.000159
detailed placement	0.503	0.0949	0.000164
CTS	0.239	0.105	0.000350
[area by class of cell]
class                      instances  area [sq um]  share of cell area
clock buffer                       4          26.3              0.0732
inverter                           2          7.51              0.0209
multi-input combinational         10          58.8               0.164
sequential                         5           125               0.348
tap                               46          57.6               0.160
timing repair buffer              10          83.8               0.233
[worst register-to-register path, stage by stage (launching register included)]
cell	delay, ns
dfrtp_1	0.37
buf_4	0.15
inv_1	0.05
a21oi_1	0.05
mux2_2	0.26
[power by group through the flow]
stage | Combinational (W) | Sequential [W] | Clock [W]
4_1_cts | 0.00000586 | 0.000156 | 0.000188
5_1_grt | 0.00000663 | 0.000156 | 0.000214
6_report | 0.00000558 | 0.000156 | 0.000183
[worst paths after layout]
check / cells after the start / start / slack, ns / to
setup / recovery: 1 / digit[2]$_DFF_PN0_ / 0.17 / digit[2]
hold / removal: 1 / reset / 0.23 / carry_out$_DFF_PN0_
setup reg to reg: 4 / digit[3]$_DFF_PN0_ / 0.30 / digit[1]$_DFF_PN0_
hold reg to reg: 2 / digit[3]$_DFF_PN0_ / 0.55 / carry_out$_DFF_PN0_
max in group asynchronous: 1 / reset / 0.87 / digit[1]$_DFF_PN0_
min in group clk0: 2 / digit[3]$_DFF_PN0_ / 0.55 / carry_out$_DFF_PN0_
Power figures rest on the tool's default switching activity, not on a simulated workload.
