File: /design/flow/config.mk
export PLATFORM = sky130hd
export DESIGN_NAME = clock_generater
export DESIGN_NICKNAME = clock_generater
export VERILOG_FILES = /design/flow/design.v
export SDC_FILE = /design/flow/constraint.sdc
export NUM_CORES = 4
export LEC_CHECK = 1
export CORE_AREA = 10 10 100 100
export DIE_AREA = 0 0 110 110
File: /design/flow/constraint.sdc
current_design clock_generater

set clk_period 4.5
set clk_io_pct 0.2

create_clock -name clk0 -period $clk_period [get_ports {clk}]

set non_clock_inputs [all_inputs -no_clocks]
set_input_delay [expr $clk_period * $clk_io_pct] -clock clk0 $non_clock_inputs
set_output_delay [expr $clk_period * $clk_io_pct] -clock clk0 [all_outputs]
File: /design/flow/design.v
module clock_generater(clk,reset,seconds);
	input clk, reset;
	reg [24:0] count;
	output reg seconds;
	always @(posedge clk or negedge reset)
	begin
		if(!reset) begin
			count <=0;
			seconds <= 0;
		end
		else if(count == 25'd24999999) begin
			count <=0;
			seconds <= ~seconds;
		end
		else begin
			count <= count + 1'b1;
		end
	end
endmodule
File: /design/flow/run.sh
#!/bin/bash
# OpenROAD 26Q1-2900-gdf79404cd8, Yosys 0.63+post, stock flow scripts
make -C /OpenROAD-flow-scripts/flow DESIGN_CONFIG=/design/flow/config.mk WORK_HOME=/design/flow/orfs finish
==> commit_impl_results.txt <==
Record implementation results from latest flow run

* Result of the run: finished, final reports clean
- Looking at the clock tree report, the H-tree level count equals 1.
- TritonCTS built the clock tree.
- In the power breakdown, the internal column shows 295 uW.
- Post-synth design cell area: approximately 1300 sq um
* RSZ-0062 raised after global routing: no
- Top cells by count, synth: 26 x dfrtp_1, 10 x nand3_1, 9 x a21oi_1
- Sort of element at the start of the critical path: flop
- Largest area contributor in the synthesized netlist: dfrtp_1
- The clock passes through at most 2 buffers.
- Looking at hold timing, the worst path starts from seconds$_DFFE_PN0N_.
* Switching power of the nets: 69.7 uW
* Area share of and/or/nand/nor cells after synthesis: 28.5%
* Pre-placement core utilization: 17.0%
* Number of gates given a new drive strength after cts: 0
* Via density per instance: a little over 4
* Fill cells: 868
- Summing all non-filler instances in the final layout gives an area of 1490 sq um.
* Class of the most critical hold timing path: reg2reg
* Synthesized-area fraction occupied by xor and xnor cells: 7.91%
* Clk Latency, worst-skew pair: 0.26 ns
- Number of logged tool warnings: 25
* DIE AREA: around 12000 sq um
- Per the run report, area growth between synthesis and finish was 12.1%.
* Shortest clock period the worst path allows after layout: 2.09 ns
- Hold path depth: 1
* Worst relative slew slack: between 40 and 50%
- Count of maximum capacitance violations: 0
* Post-detailed-route DRC marker count: 0
- Average wire length per cell after detail routing: 9.90 microns
- Root buffer selected by CTS: clkbuf_8
- For reference, the clock transition at the flip-flops on the worst setup and hold paths is 0.08 ns.
- Endpoint with the worst hold slack: seconds$_DFFE_PN0N_
- Adder-cell share of the synthesized area: 0.942%
- Synth warn: 1
- After synthesis, the mean cell area works out to 10.5 sq um.
- In this run the static leakage power is 0.622 nW.
- The first TritonRoute pass finished after 6 iterations.
- Post-synthesis cell type count: 32
- Detailed Place HPWL: 1600 microns
* Max IR drop VDD: 0.167 mV
- The report puts the cell count of the worst reg-to-reg path at 5.
- Tot GR Track Use: 4.22%
* Category of the critical setup timing path: reg2reg
- The data arrival time reported for the critical path is around 2.2 ns.
* Number of cells in the finished layout apart from fillers: about 230
* Height of the die: between 100 and 150 microns
- In the finished design, the share of the clock period the worst path needs comes to 46.4%.
* Horiz. Die Dim: 110 microns
- Yosys mapped a number of flops with a built-in enable equal to 0.
- Synth Flop Type: dfrtp_1
- Part of the total power dissipated in sequential elements: 64.1%
* Critical-path maximum fanout: 14
- Per the GRT congestion report, total overflow comes to 0.
- Global placer's final weighted congestion: 0.830
- Ports placed on the boundary: 3
- The post-route netlist has roughly 8.6% of its cells at a drive strength greater than 1.
- Top area cell types: dfrtp_1 49%, xnor2_1 4.0%, xor2_1 4.0%, nand3_1 3.8%, a21oi_1 3.4%
* Proportion of power drawn by combinational gates: 1.6%
- In the final timing run, aggregate negative setup slack is 0 ns.
* Combinational family with the most area after synthesis: simple AND/OR/NAND/NOR gates
- The post-CTS hold buffer count recorded in the log is 0.
- DR vias: 928
* Share of power burned in the clock network: 34.4%
* Proportion of synthesized area in mux cells: 0.753%
* Drt initial violations: 95
* Cts bufs inserted: 3
- Largest clock skew in the final design: 0.00234 ns
- Net Sw Frac: about a fifth
- In this run, synthesis produced a sequential element count of 26.
* Register share after synthesis: 49.0%
* Post CTS Setup Buffer Count: 0
* Wirelength, routed: between 2000 and 2500 microns
* Share of synthesized registers carrying an async set or reset: roughly 100%
- The synthesized netlist devotes 9.13% of its cell area to compound gates.
- PD cells: 244 nW/um^2
- The floorplan has 32 rows.
* First-pass GRT wire length: 4290 microns
- The final hold violation count recorded for this run is 0.
* Register-to-register setup slack: 2.41 ns
- IO buf count: 2
- After synthesis, the largest area contributor takes up about 50% of total cell area.
* Number of antenna violations at the first check in global routing: 0
* Number of clock sinks: 26
* Final number of setup-violating endpoints: 0
* Area of the placeable core: 7810 sq um
* Max Freq: 479 MHz
- Transition time at the pin with the least slew margin: about 0.80 ns
- Entering global routing, the biggest net connects 27 pins.
- Cell total after placement: between 200 and 250
- Data required time of the critical path: 4.61 ns
- Post-synthesis cell count: 127
* Total cell area reported by yosys after synthesis: between 1000 and 1500 sq um
* Launch point of the worst reg-to-reg path: count[0]$_DFF_PN0_
- Most used standard cell by instance count after synthesis: dfrtp_1
- Yosys cell count: 127
- Per the timing report, the most critical flop-to-flop path finishes at seconds$_DFFE_PN0N_.
- The number of global-route vias before repair was 934.
- Crit end category: flop
- Antenna Violating Nets Remaining: 0
- The repair_antennas step left the layout with diodes totalling 0.
* Max Transition Viols Final: 0
* Area post-placement: roughly 1400 sq um
## critical path: stages (launching register included)
cell and delay (ns):
dfrtp_1 0.39, ha_1 0.18, and3_1 0.28, nand2_1 0.22
nor4_4 0.73, xor2_1 0.13
## state kept, by name, indices dropped and copies added (netlist names)
| signal | flops |
|---|---|
| count | 25 |
| seconds | 1 |
## layer usage
metal,part of all wire (%),global-route usage [%],vias up
met5,0,0,-
met4,1.1,0.372,0
met3,3.7,1.18,2
met2,42,6.52,10
met1,54,6.00,446
li1,-,-,470
## metrics by stage
stage	worst slack [ns]	hold WS (ns)	utilization [%]	total power, mW
floorplan	2.85	0.420	-	0.238
global placement	2.46	0.458	18.6	0.244
detailed placement	2.38	0.464	18.6	0.244
CTS	2.37	0.477	19.1	0.371
global route	2.17	0.515	19.1	0.380
finish	2.41	0.473	19.1	0.364
## final cells by class
class | instances | area, sq um | share of cell area [%]
inverters | 4 | 15.0 | 1.01
well taps | 102 | 128 | 8.56
repair buffers | 3 | 27.5 | 1.85
clock buffers | 3 | 41.3 | 2.77
multi-input cells | 92 | 628 | 42.1
flip-flops and latches | 26 | 651 | 43.7
## power by group through the flow
stage | Clock [mW] | Combinational [mW] | Sequential [mW]
6_report | 0.125 | 0.00573 | 0.233
5_1_grt | 0.140 | 0.00689 | 0.233
4_1_cts | 0.131 | 0.00627 | 0.233
## layout by cell type, fill, tap and decap left out
cell type	Yosys	routed
dfrtp_1	26	26
nand3_1	10	10
a21oi_1	9	9
nand2_1	7	7
xor2_1	6	6
o21ai_0	6	6
xnor2_1	6	6
o31ai_1	5	5
nor2_1	5	5
or3_1	5	5
nand4_1	4	4
inv_1	4	4
or4_1	4	4
and4_1	3	3
nor3_1	3	3
and3_1	3	3
clkbuf_8	0	3
nand4_2	2	2
nand2b_1	2	2
clkdlybuf4s50_1	0	2
and4_4	1	1
and2_1	1	1
nand4_4	1	1
nor4b_1	1	1
and4bb_2	1	1
nor4_1	1	1
mux2i_1	1	1
nor4_4	1	1
or2_2	1	1
o221ai_1	1	1
nor2b_1	1	1
ha_1	1	1
buf_4	4	1
## worst max path at each step
stage | endpoint | depth (start not counted) | start | slack (ns)
finish | seconds$_DFFE_PN0N_ | 5 | count[0]$_DFF_PN0_ | 2.41
global route | seconds$_DFFE_PN0N_ | 5 | count[0]$_DFF_PN0_ | 2.17
CTS | seconds$_DFFE_PN0N_ | 5 | count[0]$_DFF_PN0_ | 2.37
## cell families (layout without fill, tap and decap cells)
| kind of cell | Yosys count | in the layout |
|---|---|---|
| AOI/OAI and AO/OA | 21 | 21 |
| xor gates and xnor gates | 12 | 12 |
| buffers and inverters | 9 | 10 |
| and+or+nand+nor | 57 | 57 |
| DFF | 26 | 26 |
| muxes | 1 | 1 |
| adders and majority gates | 1 | 1 |
Power and IR drop assume default switching activity.
