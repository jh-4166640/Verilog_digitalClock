===== ./config.mk =====
export PLATFORM = sky130hd
export DESIGN_NAME = counter_10
export DESIGN_NICKNAME = counter_10
export VERILOG_FILES = /design/flow/design.v
export SDC_FILE = /design/flow/constraint.sdc
export NUM_CORES = 4
export LEC_CHECK = 1
export CORE_AREA = 10 10 70 70
export DIE_AREA = 0 0 80 80

===== ./constraint.sdc =====
current_design counter_10

set clk_period 1.2
set clk_io_pct 0.2

create_clock -name clk0 -period $clk_period [get_ports {clk_in}]

set non_clock_inputs [all_inputs -no_clocks]
set_input_delay [expr $clk_period * $clk_io_pct] -clock clk0 $non_clock_inputs
set_output_delay [expr $clk_period * $clk_io_pct] -clock clk0 [all_outputs]

===== ./design.v =====
module counter_10(clk_in, reset, digit, carry_out);
	input clk_in, reset;
	output reg [3:0] digit;
	output reg carry_out;
	always@(posedge clk_in or negedge reset)
	begin
		if(!reset) begin
			digit <= 0;
			carry_out <= 1'b0;
		end
		else if(digit==4'd9) begin
			digit <= 0;
			carry_out <= 1'b1;
		end
		else begin
			digit <= digit+1;
			carry_out <= 1'b0;
		end	
	end
endmodule

===== ./run.sh =====
#!/bin/bash
# OpenROAD 26Q1-2900-gdf79404cd8, Yosys 0.63+post, stock flow scripts
make -C /OpenROAD-flow-scripts/flow DESIGN_CONFIG=/design/flow/config.mk WORK_HOME=/design/flow/orfs finish

==> impl_metrics.json <==
{
  "cpPeakStageDelay_ns": 0.39,
  "route.detailed.drc": 0,
  "power.leakage_nw": 0.162,
  "cts_max_path_buffers": 2,
  "track_usage_pct": 1.86,
  "logic_area_um2": 63.8,
  "die_w_um": 80,
  "cp_cell_sequence": "dlygate4sd2_1",
  "fp_util_pct": 5.75,
  "top_cells_by_count": "dfrtp_1, inv_1",
  "syn_area_um2": 196,
  "cts_tree": "done",
  "yosysWarningCount": 1,
  "swShare_pct": 20.5,
  "synth.most_common_cell": "dfrtp_1",
  "ys_seq_share_pct": 63.7,
  "drv_cap": 0,
  "start_kind": "flip-flop",
  "num-fill-cells": 407,
  "cts_root_buffer": "clkbuf_4",
  "numCtsBuffers": 3,
  "synth.top_cell.area_share_pct": 63.7,
  "cp.arrival_ns": 0.88,
  "setup_viol": 0,
  "grt_max_degree": 7,
  "slowest_stage": "dfrtp_1",
  "dieHeight_um": 80,
  "vias_per_cell": 2.26,
  "layout_min_cycle_time_ns": 1.12,
  "htree_levels": 1,
  "cts_sinks": 5,
  "synth_cell_types": 11,
  "cellPowerDensity_nw_per_um2": 1020,
  "path_clk_slew_ns": 0.04,
  "antenna_found_initial": 0,
  "num_vias": 174,
  "clk_latency_ns": 0.25,
  "finalSetupTns_ns": 0,
  "ys_cells": 16,
  "fin_util_pct": 10.7,
  "seq_area_um2": 125,
  "io_buffers": 6,
  "ctsHoldBuffers": 0,
  "skew_ns": 0.00518,
  "worst-setup-path-type": "flip-flop to primary output",
  "fin_crit_sh_pct": 93.7,
  "yosys_most_used_dff": "dfrtp_1",
  "row_count": 21,
  "gr-total-overflow": 0,
  "max-vdd-ir-drop_v": 0.000144,
  "yosysChipArea_um2": 196,
  "drive_gt1_share_pct": 30.0,
  "synthToLayoutAreaGrowth_pct": 86.6,
  "place_ws_ns": 0.0515,
  "p_int_w": 0.000298,
  "yosys-top-cells-area": "dfrtp_1, mux2_2, a221o_1, nor2b_2, xnor2_1",
  "grt_pass1_vias": 189,
  "hold_path_class": "primary input to async pin",
  "core_area_um2": 3420,
  "detail-route-antenna-nets": 0,
  "switchingPower_w": 0.0000768,
  "finalHoldViolCount": 0,
  "drtIter0Drc": 4,
  "dieArea_um2": 6400,
  "grt_pass1_wl_um": 855,
  "clkPwrFrac_pct": 53.3,
  "edf_count": 0,
  "p_comb_share_pct": 1.6,
  "status": "completed",
  "ios": 7,
  "tightest_slew_ns": 0.222,
  "drv_slew": 0,
  "maxSlewHeadroom_pct": 85.2,
  "max_freq_ghz": 0.890,
  "ys_async_sr_fraction_pct": 100,
  "critPathTopFamily": "flip-flops",
  "yosys.area.top_type": "dfrtp_1",
  "setup.worst_path.end_class": "primary output",
  "warnings": 25,
  "post_drt_wl_per_cell_um": 6.61,
  "worst_slack_ns": 0.0758,
  "required_ns": 0.96,
  "drt-total-wl_um": 509,
  "cp_num_buf_inv": 1,
  "crit_fanout": 2,
  "ys_ff": 5,
  "synthCells": 16,
  "dp.final_hpwl_um": 387,
  "rsz0062_at_grt": "no",
  "place_congestion": 0.755,
  "share_seq_of_total_power_pct": 45.2,
  "drtPass1Iterations": 2,
  "synth.avg_cell_area_um2": 12.3
}
[metal layers]
layer | routed length, um | share of wire [%] | vias up | track usage, %
met3 | 131 | 26 | 3 | 2.61
met4 | 10 | 2.0 | 0 | 0.528
met1 | 221 | 43 | 77 | 2.08
met5 | 0 | 0 | - | 0
met2 | 145 | 28 | 9 | 1.85
li1 | - | - | 85 | -
[logic make-up (layout without fill, tap and decap cells)]
| kind of cell | count (synthesis) | after routing | share of synthesized area, % |
|---|---|---|---|
| other | 0 | 1 | 0 |
| flip-flops | 5 | 5 | 63.7 |
| AND-OR/OR-AND | 2 | 2 | 7.64 |
| AND/OR/NAND/NOR | 5 | 5 | 14.6 |
| buffers and inverters | 2 | 16 | 3.82 |
| multiplexers | 1 | 1 | 5.73 |
| XOR/XNOR | 1 | 1 | 4.46 |
[registers in the layout (all words and copies together) (netlist names)]
name	cells
carry_out	1
digit	4
[cell usage in the layout (no fill, tap or decap)]
cell type	instances
xnor2_1	1
nor2_1	1
clkbuf_4	3
a221o_1	1
dfrtp_1	5
inv_1	2
o21ai_1	1
clkdlybuf4s50_1	1
clkbuf_1	1
nor3b_1	1
dlygate4sd2_1	5
nand2_1	1
diode_2	1
mux2_2	1
buf_4	4
nor3_1	1
nor2b_2	1
[power by group through the flow]
stage	registers (W)	clock network (W)	logic [W]
after global routing	0.000169	0.000218	0.00000672
final	0.000169	0.000200	0.00000587
after CTS	0.000169	0.000206	0.00000607
[through the flow]
step | area [um^2] | total power (W) | hold slack, ns | cells
6_report | 367 | 0.000375 | 0.207 | 77
5_1_grt | 364 | 0.000394 | 0.220 | 76
4_1_cts | 364 | 0.000382 | 0.209 | 76
3_5_place_dp | 329 | 0.000178 | 0.473 | 70
3_3_place_gp | 329 | 0.000178 | 0.470 | 70
2_1_floorplan | 196 | 0.000172 | -0.0556 | 16
[cell type report]
cell class | instances | share of cell area [%]
flip-flops and latches | 5 | 34.1
repair buffers | 10 | 22.9
multi-input cells | 9 | 17.4
well taps | 46 | 15.7
clock buffers | 4 | 7.17
inverters | 2 | 2.05
diodes | 1 | 0.683
[path summary, 6_finish.rpt]
check / start / end / slack [ns] / cells past startpoint
worst max-delay path: digit[1] / digit[1] / 0.08 / 1
worst min-delay path: reset / digit[2] / 0.21 / 1
worst max register to register: digit[3] / digit[3] / 0.09 / 3
worst min register to register: digit[2] / digit[2] / 0.56 / 2
max in group asynchronous: reset / carry_out / 0.80 / 1
min in group clk0: digit[2] / digit[2] / 0.56 / 2
[repair_timing]
item / in CTS / in global routing
setup endpoints to repair: 5 / 0
gates resized: 5 / 0
setup buffers: 2 / 0
[worst register-to-register path: stages (launching register included)]
cell and delay [ns]:
dfrtp_1 0.36, buf_4 0.14, nor2b_2 0.16, a221o_1 0.33
Power figures rest on the tool's default switching activity, not on a simulated workload.
